==> ./design.v <==
package alu_regfile_defs;
parameter REGFILE_SIZE = 16;
parameter REGFILE_WIDTH = 8;
parameter REGFILE_ADDR_WIDTH = 4;
parameter ALU_INPUT_WIDTH = 8;
parameter ALU_OUTPUT_WIDTH = 8;
typedef enum logic[2:0] {
	ADD_OP = 0,
	SUB_OP = 1,
	NOTA_OP = 2,
	ORAB_OP = 3,
	ANDAB_OP = 4,
	NOTAB_OP = 5,
	EXOR_OP = 6,
	EXNOR_OP = 7
} aluop_t;
endpackage: alu_regfile_defs
import alu_regfile_defs::*;
module alu (
input logic [ALU_INPUT_WIDTH-1:0] A_In, B_In,  
input logic Carry_In, 			       
input aluop_t Opcode, 			       
output logic [ALU_OUTPUT_WIDTH-1:0] ALU_Out,   
output logic                        Carry_Out  
);
logic [ALU_OUTPUT_WIDTH:0] temp_ALU_Out;  
always_comb  
begin 
  case(Opcode)
 	0: begin   
	temp_ALU_Out = A_In + B_In + Carry_In;	
	ALU_Out = A_In + B_In + Carry_In;
	Carry_Out = temp_ALU_Out[ALU_OUTPUT_WIDTH]; 
	end
	1: begin  
	temp_ALU_Out = A_In + ~B_In + Carry_In;
	ALU_Out = A_In + ~B_In + Carry_In;
	Carry_Out = temp_ALU_Out[ALU_OUTPUT_WIDTH]; 
	end
	2: begin  
	ALU_Out = ~A_In;
	Carry_Out = 1'b0; 
	end
	3: begin  
	ALU_Out = A_In | B_In;
	Carry_Out = 1'b0; 
	end
 	4: begin  
	ALU_Out = A_In & B_In;
	Carry_Out = 1'b0; 
	end 
	5: begin  
	ALU_Out = ~A_In & B_In;
	Carry_Out = 1'b0; 
	end 
	6: begin  
	ALU_Out = A_In ^ B_In; 
	Carry_Out = 1'b0; 
	end 
	7: begin  
	ALU_Out = A_In ~^ B_In; 
	Carry_Out = 1'b0; 	
	end 
endcase
end
endmodule: alu
import alu_regfile_defs::*;
module alu_regfile (
  input logic [REGFILE_ADDR_WIDTH-1:0] 	Read_Addr_1, Read_Addr_2,  
  input logic [REGFILE_ADDR_WIDTH-1:0]  Write_Addr, 		   
  input logic 				Write_enable, 	           
  input logic [REGFILE_WIDTH-1:0]	Write_data, 		   
   input logic 				Carry_In, 		   
   input aluop_t			Opcode, 		   
   output logic [ALU_OUTPUT_WIDTH-1:0]  ALU_Out,	           
   output logic 			Carry_Out, 		   
    input logic 			Clock 			   
); 
    logic [REGFILE_WIDTH-1:0] Data_Out_1, Data_Out_2;   
    register_file REG
(
	.Data_Out_1(Data_Out_1),
	.Data_Out_2(Data_Out_2),
	.Read_Addr_1(Read_Addr_1),
	.Read_Addr_2(Read_Addr_2),
	.Write_Addr(Write_Addr),
	.Write_enable(Write_enable),
	.Data_In(Write_data),	 
	.Clock(Clock)
); 
	alu ALU_INST
(
	.Carry_In(Carry_In), 
	.Carry_Out(Carry_Out), 
	.ALU_Out(ALU_Out), 
	.Opcode(Opcode),
	.A_In(Data_Out_1),  
	.B_In(Data_Out_2)   
); 
endmodule: alu_regfile		
import alu_regfile_defs::*;
module register_file (
		output logic [REGFILE_WIDTH-1:0]		Data_Out_1, Data_Out_2,		 
		input  logic [REGFILE_WIDTH-1:0]		Data_In,					 
		input  logic [REGFILE_ADDR_WIDTH-1:0]	Read_Addr_1, Read_Addr_2,	 
		input  logic [REGFILE_ADDR_WIDTH-1:0]	Write_Addr,					 
		input  logic							Write_enable,				 
		input  logic							Clock						 
);
logic [REGFILE_WIDTH-1:0]	regfile[REGFILE_SIZE];
assign Data_Out_1 = regfile[Read_Addr_1];
assign Data_Out_2 = regfile[Read_Addr_2];
always_ff @(posedge Clock) begin
	if (Write_enable == 1'b1) begin
		regfile[Write_Addr] = Data_In;
	end
end
endmodule: register_file
==> ./run.sh <==
#!/bin/bash
# OpenROAD 26Q1-2900-gdf79404cd8, Yosys 0.63+post, stock flow scripts
make -C /OpenROAD-flow-scripts/flow DESIGN_CONFIG=/design/flow/config.mk WORK_HOME=/design/flow/orfs finish
==> ./config.mk <==
export PLATFORM = sky130hd
export DESIGN_NAME = alu_regfile
export DESIGN_NICKNAME = alu_regfile
export VERILOG_FILES = /design/flow/design.v
export SDC_FILE = /design/flow/constraint.sdc
export NUM_CORES = 4
export LEC_CHECK = 1
export CORE_UTILIZATION = 30
export SYNTH_HDL_FRONTEND = slang
==> ./constraint.sdc <==
current_design alu_regfile

set clk_period 9.9
set clk_io_pct 0.2

create_clock -name clk0 -period $clk_period [get_ports {Clock}]

set non_clock_inputs [all_inputs -no_clocks]
set_input_delay [expr $clk_period * $clk_io_pct] -clock clk0 $non_clock_inputs
set_output_delay [expr $clk_period * $clk_io_pct] -clock clk0 [all_outputs]
==> flow_summary.json <==
{
  "status": "completed",
  "endpoint_kind": "output port",
  "synth_warnings": 0,
  "antenna_violations_before_repair": 0,
  "buffer_ports.inserted": 34,
  "cts_hold_repair.buffers": 0,
  "hold_wc_path_type": "primary input to register",
  "critical_path.slowest_cell": "sky130_fd_sc_hd__a31oi_1",
  "post_route_cells_drive_above_1_share_pct": 20.0,
  "setup.worst_path.class": "primary input to output port",
  "final.min_clock_period_ns": 8.41,
  "wp_buf_inv": 4,
  "largest_reg_flops": 128,
  "synthFlopType": "sky130_fd_sc_hd__edfxtp_1",
  "die_height_um": 163,
  "post_layout_nonfiller_instances": 935,
  "antenna_cells_inserted": 0,
  "achievable-frequency_ghz": 0.119,
  "clock_tree_from_tritoncts": "yes",
  "critPathMaxStageDelay_ns": 0.70,
  "setup_total_negative_slack_ns": 0,
  "post_drt_via_cell_ratio": 5.21,
  "tool_warnings": 40,
  "place_congestion": 0.919,
  "enable_flop_cells": 128,
  "timing.final.ws_setup_ns": 1.49,
  "post-route-period-util_pct": 85.0,
  "drt_drc_violations_left": 0,
  "average_wire_per_standard_cell_um": 20.1,
  "dpl.cell_count": 903,
  "layout_top_cells": "sky130_fd_sc_hd__edfxtp_1, sky130_fd_sc_hd__mux4_2, sky130_fd_sc_hd__mux2i_1, sky130_fd_sc_hd__nand2_1, sky130_fd_sc_hd__clkdlybuf4s50_1",
  "root_buffer": "sky130_fd_sc_hd__clkbuf_16",
  "worstMarginPinSlew_ns": 0.904,
  "post_cts.resized_instances": 0,
  "post_synth_num_cell_types": 58,
  "leakage_uw": 0.00320,
  "core_um2": 25300,
  "dp_worst_setup_slack_ns": 1.48,
  "design.die.area_um2": 26500,
  "max-cap-violations": 0,
  "power-per-cell-area_nw_per_um2": 166,
  "initial_utilization_pct": 30.7,
  "cts_inserted_buffers": 17,
  "ys_chip_area_um2": 7740,
  "slew_violations": 0,
  "rsz0062_at_grt": "false",
  "timing.critical_path.depth": 14,
  "ys_cells": 549,
  "final-setup-viol-count": 0,
  "timing.max_slew.rel_slack_pct": 39.4,
  "area_leaders": "sky130_fd_sc_hd__edfxtp_1, sky130_fd_sc_hd__mux4_2, sky130_fd_sc_hd__mux2i_1, sky130_fd_sc_hd__ha_1, sky130_fd_sc_hd__mux4_1",
  "clockBufferDepth": 2,
  "grt-ovfl-total": 0,
  "dr.pass1.iters": 4,
  "cts.repair_timing.setup_buffer_count": 0,
  "synthesis.instances": 549,
  "comb_area_um2": 3570,
  "cp_max_fo": 11,
  "numSynthFlops": 128,
  "final_antenna_net_count": 0,
  "grt_max_degree": 44,
  "final_layout_top_logic_cell": "sky130_fd_sc_hd__edfxtp_1",
  "row_count": 58,
  "wire_length_of_the_first_global_routing_pass_mm": 29.7,
  "cpLargestDelayFamily": "buffers and inverters",
  "path_cells": "clkdlybuf4s50_1 > inv_1 > and2_1 > a211oi_1 > a31oi_1 > inv_1 > ha_1 > nor2b_1 > o211a_1 > or3_1 > a311oi_1 > a21oi_1 > a32oi_1 > clkdlybuf4s50_1",
  "cts-htree-levels": 4,
  "track_usage_pct": 15.8,
  "clkSinkCount": 128,
  "timing.hold.worst_path_depth": 1,
  "critPathArrivalTime_ns": 6.43,
  "die.size.x_um": 163,
  "post_synth_instance_area_um2": 7740,
  "critical_path_required_ns": 7.92,
  "via_count_of_the_first_global_routing_pass": 5164,
  "detailroute.via_count": 4873,
  "post_synth_top_area_cell": "sky130_fd_sc_hd__edfxtp_1",
  "clk_pin_slew_ns": 0.05,
  "vdd_drop_max_uv": 111,
  "final_util_pct": 35.9,
  "final.fill_count": 2354,
  "final.hold.worst_slack_ns": 2.47,
  "detailedRoute.firstIterationViolations": 356,
  "worst_setup_path_start_kind": "primary input",
  "yosys.stat.seqShare_pct": 49.6,
  "wl_mm": 18.8,
  "hold_violation_count_in_the_final_report": 0,
  "num_io_pins": 35,
  "synth_top_area_share_pct": 49.6,
  "synth.avg_cell_area_um2": 14.1,
  "areaGrowthSynthToFinish_pct": 17.0,
  "asyncSetResetFlopFracSynth_pct": 0,
  "detailed_place_hpwl_mm": 12.8,
  "area.sequential_um2": 3840
}
[final timing paths]
kind                      startpoint                to  slack, ns
worst min-delay path   Write_data[7]  REG.regfile[119]       2.47
worst max-delay path  Read_Addr_2[3]        ALU_Out[5]       1.49
[kinds of logic after synthesis]
group           Yosys count  share of synthesized area [%]
compound gates           91                           8.37
xor+xnor                 19                           2.15
fa+ha+maj                26                           4.59
buf+inv                  66                           4.30
flops                   128                           49.6
mux                     106                           24.2
simple gates            113                           6.77
[metal layers]
| layer | up-vias | global-route usage [%] | wire (um) |
|---|---|---|---|
| met5 | - | 0.379 | 0 |
| met4 | 0 | 1.66 | 390 |
| met3 | 21 | 11.7 | 2770 |
| met2 | 227 | 23.3 | 8270 |
| met1 | 2366 | 19.7 | 7380 |
| li1 | 2259 | - | - |
[synth_stat cells (4+ instances only)]
cell type                  number
sky130_fd_sc_hd__ha_1          22
sky130_fd_sc_hd__mux2i_1       39
sky130_fd_sc_hd__inv_1         30
sky130_fd_sc_hd__xor2_1         8
sky130_fd_sc_hd__nand3_1       12
sky130_fd_sc_hd__edfxtp_1     128
sky130_fd_sc_hd__o21ai_0       15
sky130_fd_sc_hd__o21ai_1        5
sky130_fd_sc_hd__mux4_2        56
sky130_fd_sc_hd__nand2b_1      10
sky130_fd_sc_hd__a31oi_1        6
sky130_fd_sc_hd__nand2_1       35
sky130_fd_sc_hd__clkbuf_1      15
sky130_fd_sc_hd__fa_1           4
sky130_fd_sc_hd__xnor2_1       11
sky130_fd_sc_hd__a21oi_1       13
sky130_fd_sc_hd__nor3_1         7
sky130_fd_sc_hd__buf_6          4
sky130_fd_sc_hd__buf_2          9
sky130_fd_sc_hd__mux4_1         6
sky130_fd_sc_hd__nor2b_1        9
sky130_fd_sc_hd__a22oi_1        5
sky130_fd_sc_hd__nor2_1        31
sky130_fd_sc_hd__a221oi_1      11
[final cells by class]
type,instances,area share (%)
Clock inverter,13,1.86
Tap cell,330,4.56
Timing Repair Buffer,59,5.72
Multi-Input combinational cell,355,39.4
Clock buffer,19,4.78
Sequential cell,128,42.4
Inverter,31,1.28
[where the power goes]
group	internal [uW]	switching (uW)	total, uW
clock	416	211	627
sequential	609	4.77	613
combinational	123	141	264
[through the flow]
step / cell area [um2] / power, uW
finish: 9060 / 1500
detailed placement: 8460 / 889
global route: 9060 / 1570
floorplan: 7740 / 810
CTS: 9060 / 1520
global placement: 8460 / 887
Power is estimated from default activity; no workload was simulated.
